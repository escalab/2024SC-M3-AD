$ cat design/flow/run.sh
#!/bin/bash
# OpenROAD 26Q1-2900-gdf79404cd8, Yosys 0.63+post, stock flow scripts
make -C /OpenROAD-flow-scripts/flow DESIGN_CONFIG=/design/flow/config.mk WORK_HOME=/design/flow/orfs finish
$ cat design/flow/config.mk
export PLATFORM = sky130hd
export DESIGN_NAME = etc_baseline
export DESIGN_NICKNAME = etc_baseline
export VERILOG_FILES = /design/flow/design.v
export SDC_FILE = /design/flow/constraint.sdc
export NUM_CORES = 4
export LEC_CHECK = 1
export CORE_UTILIZATION = 50
$ cat design/flow/constraint.sdc
current_design etc_baseline

set clk_period 20.7
set clk_io_pct 0.2

create_clock -name clk0 -period $clk_period [get_ports {clk}]

set non_clock_inputs [all_inputs -no_clocks]
set_input_delay [expr $clk_period * $clk_io_pct] -clock clk0 $non_clock_inputs
set_output_delay [expr $clk_period * $clk_io_pct] -clock clk0 [all_outputs]
$ cat design/flow/design.v
`timescale 1ns / 1ps
module etc_baseline#(parameter W = 12)
(
 input clk,
 input [3:0] op,
 input [3:0][3:0][W-1:0] inA, inB,
 output [3:0][3:0][2*W-1:0] out
);
integer i,j;
reg [3:0][3:0][W-1:0] regA, regB;
reg [3:0][3:0][2*W-1:0] regOut;
wire [3:0][3:0][2*W-1:0] wireOut;
assign wireOut[0][0] = regA[0][0] * regB[0][0] + regA[0][1] * regB[1][0] + regA[0][2] * regB[2][0] + regA[0][3] * regB[3][0];
assign wireOut[0][1] = regA[0][0] * regB[0][1] + regA[0][1] * regB[1][1] + regA[0][2] * regB[2][1] + regA[0][3] * regB[3][1];
assign wireOut[0][2] = regA[0][0] * regB[0][2] + regA[0][1] * regB[1][2] + regA[0][2] * regB[2][2] + regA[0][3] * regB[3][2];
assign wireOut[0][3] = regA[0][0] * regB[0][3] + regA[0][1] * regB[1][3] + regA[0][2] * regB[2][3] + regA[0][3] * regB[3][3];
assign wireOut[1][0] = regA[1][0] * regB[0][0] + regA[1][1] * regB[1][0] + regA[1][2] * regB[2][0] + regA[1][3] * regB[3][0];
assign wireOut[1][1] = regA[1][0] * regB[0][1] + regA[1][1] * regB[1][1] + regA[1][2] * regB[2][1] + regA[1][3] * regB[3][1];
assign wireOut[1][2] = regA[1][0] * regB[0][2] + regA[1][1] * regB[1][2] + regA[1][2] * regB[2][2] + regA[1][3] * regB[3][2];
assign wireOut[1][3] = regA[1][0] * regB[0][3] + regA[1][1] * regB[1][3] + regA[1][2] * regB[2][3] + regA[1][3] * regB[3][3];
assign wireOut[2][0] = regA[2][0] * regB[0][0] + regA[2][1] * regB[1][0] + regA[2][2] * regB[2][0] + regA[2][3] * regB[3][0];
assign wireOut[2][1] = regA[2][0] * regB[0][1] + regA[2][1] * regB[1][1] + regA[2][2] * regB[2][1] + regA[2][3] * regB[3][1];
assign wireOut[2][2] = regA[2][0] * regB[0][2] + regA[2][1] * regB[1][2] + regA[2][2] * regB[2][2] + regA[2][3] * regB[3][2];
assign wireOut[2][3] = regA[2][0] * regB[0][3] + regA[2][1] * regB[1][3] + regA[2][2] * regB[2][3] + regA[2][3] * regB[3][3];
assign wireOut[3][0] = regA[3][0] * regB[0][0] + regA[3][1] * regB[1][0] + regA[3][2] * regB[2][0] + regA[3][3] * regB[3][0];
assign wireOut[3][1] = regA[3][0] * regB[0][1] + regA[3][1] * regB[1][1] + regA[3][2] * regB[2][1] + regA[3][3] * regB[3][1];
assign wireOut[3][2] = regA[3][0] * regB[0][2] + regA[3][1] * regB[1][2] + regA[3][2] * regB[2][2] + regA[3][3] * regB[3][2];
assign wireOut[3][3] = regA[3][0] * regB[0][3] + regA[3][1] * regB[1][3] + regA[3][2] * regB[2][3] + regA[3][3] * regB[3][3];
assign out = regOut;
always@(posedge clk)
begin
    regA[0][0] <= inA[0][0];
    regA[0][1] <= inA[0][1];
    regA[0][2] <= inA[0][2];
    regA[0][3] <= inA[0][3];
    regA[1][0] <= inA[1][0];
    regA[1][1] <= inA[1][1];
    regA[1][2] <= inA[1][2];
    regA[1][3] <= inA[1][3];
    regA[2][0] <= inA[2][0];
    regA[2][1] <= inA[2][1];
    regA[2][2] <= inA[2][2];
    regA[2][3] <= inA[2][3];
    regA[3][0] <= inA[3][0];
    regA[3][1] <= inA[3][1];
    regA[3][2] <= inA[3][2];
    regA[3][3] <= inA[3][3];
    regB[0][0] <= inB[0][0];
    regB[0][1] <= inB[0][1];
    regB[0][2] <= inB[0][2];
    regB[0][3] <= inB[0][3];
    regB[1][0] <= inB[1][0];
    regB[1][1] <= inB[1][1];
    regB[1][2] <= inB[1][2];
    regB[1][3] <= inB[1][3];
    regB[2][0] <= inB[2][0];
    regB[2][1] <= inB[2][1];
    regB[2][2] <= inB[2][2];
    regB[2][3] <= inB[2][3];
    regB[3][0] <= inB[3][0];
    regB[3][1] <= inB[3][1];
    regB[3][2] <= inB[3][2];
    regB[3][3] <= inB[3][3];
    regOut[0][0] <= wireOut[0][0];
    regOut[0][1] <= wireOut[0][1];
    regOut[0][2] <= wireOut[0][2];
    regOut[0][3] <= wireOut[0][3];
    regOut[1][0] <= wireOut[1][0];
    regOut[1][1] <= wireOut[1][1];
    regOut[1][2] <= wireOut[1][2];
    regOut[1][3] <= wireOut[1][3];
    regOut[2][0] <= wireOut[2][0];
    regOut[2][1] <= wireOut[2][1];
    regOut[2][2] <= wireOut[2][2];
    regOut[2][3] <= wireOut[2][3];
    regOut[3][0] <= wireOut[3][0];
    regOut[3][1] <= wireOut[3][1];
    regOut[3][2] <= wireOut[3][2];
    regOut[3][3] <= wireOut[3][3];
end
endmodule
==> ci_impl_report.md <==
## PnR job results

| Metric | Value |
|---|---|
| H-tree levels | `3` |
| Post-CTS setup buffer count | `0` |
| Startpoint Class | `flip-flop` |
| Vias in the first global route | `250k` |
| Synthesized area per cell | `roughly 9.2 um^2` |
| Hold Violations, Final | `0` |
| Crit-path max FO | `27` |
| Total global routing overflow | `0` |
| Area Growth Syn to Fin | `7.46%` |
| Row cnt | `296` |
| Flops & latches, synth | `768` |
| Setup CP Type | `reg -> reg` |
| RSZ-0062 raised after global routing | `false` |
| Clock sink count | `768` |
| Top-count cell post-synth | `inv_1` |
| DP HPWL | `950000 um` |
| Remaining DRCs | `0` |
| Core Density at Floorplan | `0.502` |
| Vias per cell | `around 5.1` |
| Critical Path End Type | `flip-flop` |
| Maximum clock frequency | `~100 MHz` |
| Mapped Cells | `35.5k` |
| Crit-path leading delay family | `adder cells` |
| Fin. max-slew vios | `0` |
| Worst-path clk slew | `0.06 ns` |
| Worst R2R Path Depth | `26` |
| Run status | `finished, final reports clean` |
| Worst R2R Setup Slack | `10.69 ns` |
| Dominant cell area share | `0.511` |
| Biggest area consumer among synthesized cells | `fa_1` |
| Arrival time worst endpoint | `roughly 11 ns` |
| R2r startpoint | `regA[89]` |
| Crit path DRT | `21.55 ns` |
| Initial DRC Count | `9353` |
| Setup_tns | `0 ns` |
| Cell variety after synth | `69` |
| Slowest CP cell | `dfxtp_2` |
| Cycle use final | `0.483` |
| Critical path buffers and inverters | `6` |
| Final setup fails | `0` |
| CTS Buf Count | `110` |
| EDFF count, synth | `0` |
| Final Critical Period | `~10 ns` |
| Max-slew headroom | `0.181` |
| CP most frequent cell | `fa_1` |
| Layout Skew | `0.0822 ns` |
| Root Buffer Master | `clkbuf_16` |
| Pre-antenna DRT Iters | `9` |
| CP peak stage delay | `between 0.6 and 0.7 ns` |
| Vias post-DR | `approximately 230k` |
| Synth cell count leaders | `10.4k x inv_1, 8329 x fa_1, 4719 x and2_1, 4584 x nand2_1, 3239 x ha_1` |
| Die H | `810 um` |
| Hold Buf Count CTS | `0` |
| First-pass GRT wire length | `about 1700000 um` |
| Die Wd | `810 um` |
| Core ar. | `between 0.6 and 0.7 mm^2` |
| IO Pins | `773` |
| Synth warnings | `1` |
| CTS resizes | `0` |
| Asr flop ratio synth | `0` |
| Pin count of the biggest net entering global routing | `49` |
| Tool warning count | `approximately 93` |
| WHS Endpoint | `regOut[240]` |
| Layout cell share with drive strength beyond 1 | `0.0411` |
| Initial antenna violation count | `between 200 and 250` |
| Non-Filler Instances | `44.9k` |
| Dominant flop cell | `dfxtp_1` |
| Final wirelength | `1140000 um` |
| Routability cong. | `1.00` |
| FF-to-FF End | `regOut[186]` |
| DRT antenna net count | `0` |
| Cell area after synthesis | `0.326 mm^2` |
| Largest cells by area | `fa_1 51%, ha_1 12%, inv_1 12%` |
| Total GRT Usage | `0.393` |
| Yosys stat area | `0.326 mm^2` |
| IO buf count | `768` |
| WHS Path Cells | `2` |
| Routed length per instance | `between 20 and 30 um` |
| # Cells Yosys | `35.5k` |
| HP Start | `regB[24]` |
| Max-cap viol count | `0` |
| Worst hold path type | `reg -> reg` |
| Seq/Total Area, Yosys | `0.0472` |
| Worst slew pin tran | `approximately 1.2 ns` |
| Die Area | `0.655 mm^2` |
| Post-Place Cells | `43.8k` |
| Clk buf depth | `4` |
| CTS tree | `yes` |
| Latency at later pin | `0.99 ns` |
cell families after synthesis:
logic type / share of synthesized area
flip-flops: 0.0472
buffers and inverters: 0.142
XOR/XNOR: 0.0128
adder cells (fa/ha/maj): 0.636
AND/OR/NAND/NOR: 0.150
AND-OR/OR-AND: 0.0131
tightest hold or removal path, cell delays in order, from the launching register on:
cell and delay [ns]:
dfxtp_2 0.60, and2_1 0.19, ha_1 0.12
layout make-up:
class | count | area (um^2)
multi-input combinational | 22415 | 265000
fill | 58381 | 299000
sequential | 768 | 16000
tap | 8642 | 10800
inverter | 10375 | 38900
antenna | 919 | 2300
clock inverter | 60 | 658
timing repair buffer | 1596 | 14000
clock buffer | 140 | 3050
registers in the layout (all words and copies together), names as in the netlist:
name / cells
regOut: 384
regA: 192
regB: 192
worst max path at each step:
stage,slack (ns),startpoint,cells past startpoint,endpoint
final,10.69,regA[89],26,regOut[186]
after global routing,10.39,regA[89],26,regOut[186]
after CTS,10.87,regA[89],26,regOut[186]
per-layer routing:
metal,vias to the layer above,GRT usage,share of wire
li1,99253,-,-
met1,116953,0.459,0.31
met2,9277,0.578,0.46
met3,2500,0.205,0.13
met4,97,0.257,0.092
met5,-,0.0110,0.0013
metrics by stage:
stage | instance area (um^2) | util | worst slack [ns] | hold slack (ns)
2_1_floorplan | 326000 | - | 12.92 | 0.784
3_3_place_gp | 344000 | 0.530 | 10.97 | 0.953
3_5_place_dp | 344000 | 0.530 | 10.98 | 0.955
4_1_cts | 348000 | 0.536 | 10.87 | 0.963
5_1_grt | 350000 | 0.539 | 10.39 | 0.997
6_report | 350000 | 0.539 | 10.69 | 0.945
layout by cell type, fill, tap and decap left out, types with 17 or more instances in the layout:
| cell type | Yosys | final |
|---|---|---|
| nor2_1 | 177 | 177 |
| or3_1 | 17 | 17 |
| a211oi_1 | 23 | 23 |
| nand2b_1 | 37 | 37 |
| nor2b_1 | 42 | 42 |
| nand3_1 | 38 | 38 |
| dfxtp_4 | 0 | 42 |
| xnor2_1 | 413 | 395 |
| diode_2 | 0 | 919 |
| and2_1 | 4719 | 4719 |
| nor3_1 | 39 | 39 |
| a31oi_1 | 31 | 31 |
| dfxtp_1 | 768 | 384 |
| fa_1 | 8329 | 8329 |
| clkbuf_16 | 0 | 115 |
| a21oi_1 | 183 | 182 |
| xor2_1 | 62 | 58 |
| clkbuf_1 | 1903 | 17 |
| a21o_1 | 92 | 92 |
| clkdlybuf4s50_1 | 0 | 768 |
| dfxtp_2 | 0 | 342 |
| inv_1 | 10375 | 10375 |
| o21ai_0 | 105 | 105 |
| xnor2_2 | 0 | 18 |
| buf_4 | 0 | 823 |
| o21a_1 | 65 | 65 |
| ha_1 | 3239 | 3239 |
| nand2_1 | 4584 | 4584 |
| and3_1 | 30 | 30 |
